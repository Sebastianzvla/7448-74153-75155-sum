### ./run.sh
#!/bin/bash
# OpenROAD 26Q1-2900-gdf79404cd8, Yosys 0.63+post, stock flow scripts
make -C /OpenROAD-flow-scripts/flow DESIGN_CONFIG=/design/flow/config.mk WORK_HOME=/design/flow/orfs finish
### ./config.mk
export PLATFORM = sky130hd
export DESIGN_NAME = SN75155
export DESIGN_NICKNAME = SN75155
export VERILOG_FILES = /design/flow/design.v
export SDC_FILE = /design/flow/constraint.sdc
export NUM_CORES = 4
export LEC_CHECK = 1
export CORE_UTILIZATION = 30
### ./constraint.sdc
current_design SN75155

set clk_period 3.6
set clk_io_pct 0.2

create_clock -name clk0 -period $clk_period [get_ports {clk}]

set non_clock_inputs [all_inputs -no_clocks]
set_input_delay [expr $clk_period * $clk_io_pct] -clock clk0 $non_clock_inputs
set_output_delay [expr $clk_period * $clk_io_pct] -clock clk0 [all_outputs]
### ./design.v
module SN75155(
input clk,  
input reset,  
input transmit,  
input [7:0] data,  
output reg TxD  
    );
reg TxDready;  
reg [3:0] bitcounter;  
reg [13:0] counter;  
reg state, nextstate;  
reg [9:0] rightshiftreg;  
reg shift, load, clear;  
always @ (posedge clk)  
begin 
    if (reset) begin  
        state <=0;  
        counter <=0;  
        bitcounter <=0;  
    end
    else begin
         counter <= counter + 1;  
         if (counter >= 10415)  
            begin 
            state <= nextstate;  
            counter <=0;  
            if (load) rightshiftreg <= {1'b1,data,1'b0};  
            if (clear) bitcounter <=0;  
            if (shift) 
                begin  
                rightshiftreg <= rightshiftreg >> 1;  
                bitcounter <= bitcounter + 1;  
                end
            end
          end
end 
always @ (state, bitcounter, transmit,rightshiftreg)  
begin 
    load <=0;  
    shift <=0;  
    clear <=0;  
    TxDready <=1;  
    TxD <=0;  
    case (state)
        0: begin  
             if (transmit) begin  
             nextstate <=1;  
             load <=1;  
             shift <=0;  
             clear <=0;  
             end else begin  
             nextstate <=0;  
             TxDready <=1;  
             end
           end
        1: begin   
             if (bitcounter >=9) begin  
             nextstate <= 0;  
             clear <=1;  
             end else begin  
             nextstate <= 1;  
             shift <=1;  
             TxD <= rightshiftreg[0];  
             end
           end
         default: begin  
                     if (transmit) begin  
                     nextstate <=1;  
                     load <=1;  
                     shift <=0;  
                     clear <=0;  
                     end else begin  
                     nextstate <=0;  
                     TxDready <=1;  
                     end
                  end           
    endcase
end
endmodule
==> impl_metrics.prom <==
# HELP chip_impl_metric Yosys and OpenROAD flow results
# TYPE chip_impl_metric gauge
chip_impl_metric{name="worst-path-max-fanout",unit=""} 3
chip_impl_metric{name="fillerInstances",unit=""} 428
chip_impl_metric{name="cts.hold.buffers_added",unit=""} 0
chip_impl_metric{name="dp.final_hpwl",unit="um"} 1870
chip_impl_metric{name="final.setup.tns",unit="ps"} 0
chip_impl_metric{name="cts_buffer_depth",unit=""} 2
chip_impl_metric{name="comb_area",unit="um2"} 711
chip_impl_metric{name="post_synth_inst_count",unit=""} 138
chip_impl_metric{name="mean_instance_size_in_the_synthesized_netlist",unit="um2"} 10.5
chip_impl_metric{name="chipArea",unit="um2"} 5100
chip_impl_metric{name="slew_viol_final",unit=""} 0
chip_impl_metric{name="finalHoldViolCount",unit=""} 0
chip_impl_metric{name="vias_per_cell",unit=""} 5.28
chip_impl_metric{name="ys_cells",unit=""} 138
chip_impl_metric{name="p_total",unit="mW"} 0.709
chip_impl_metric{name="placed_area",unit="um2"} 1600
chip_impl_info{name="clock-root-buffer",value="clkbuf_8"} 1
chip_impl_info{name="cts_tree",value="built"} 1
chip_impl_metric{name="global_route.usage.total",unit="%"} 11.3
chip_impl_metric{name="max-cap-violations",unit=""} 0
chip_impl_metric{name="synth.cell_area",unit="um2"} 1450
chip_impl_metric{name="detail_route.wl_per_cell",unit="um"} 12.8
chip_impl_metric{name="design.portCount",unit=""} 12
chip_impl_info{name="worst-setup-path-type",value="register to output port"} 1
chip_impl_metric{name="report.final.setup_viol",unit=""} 0
chip_impl_metric{name="cts_setup_buffers",unit=""} 0
chip_impl_metric{name="antenna-diode-count",unit=""} 0
chip_impl_metric{name="syn_to_final_growth",unit="%"} 18.5
chip_impl_metric{name="synth.lib_cells_used.distinct",unit=""} 42
chip_impl_info{name="mostFrequentLayoutCells",value="dfxtp_1, nor2_1, clkdlybuf4s50_1"} 1
chip_impl_info{name="outcome",value="finished clean"} 1
chip_impl_metric{name="first_iter_violations",unit=""} 65
chip_impl_metric{name="grt_max_degree",unit=""} 14
chip_impl_info{name="hold_class",value="register to register"} 1
chip_impl_metric{name="rows",unit=""} 24
chip_impl_info{name="grt_setup_unrepaired",value="false"} 1
chip_impl_metric{name="cts_inserted_buffers",unit=""} 5
chip_impl_metric{name="routed-via-count",unit=""} 1082
chip_impl_metric{name="synth-seq-cells",unit=""} 29
chip_impl_metric{name="fin_area",unit="um2"} 1710
chip_impl_metric{name="place.gp.congestion",unit=""} 0.791
chip_impl_metric{name="post_route_cells_drive_above_1_share",unit="%"} 17.6
chip_impl_metric{name="timing.final.crit_share",unit="%"} 78.6
chip_impl_info{name="startpoint_type",value="register"} 1
chip_impl_metric{name="power_density",unit="nW/um2"} 414
chip_impl_metric{name="cts_max_level",unit=""} 2
chip_impl_info{name="critPathCaptureType",value="output port"} 1
chip_impl_metric{name="total_leakage_power",unit="nW"} 0.599
chip_impl_metric{name="initCoreUtil",unit="%"} 32.1
chip_impl_metric{name="relative_slew_slack",unit="%"} 66.1
chip_impl_metric{name="cts_num_sinks",unit=""} 29
chip_impl_metric{name="combined_flip_flop_and_latch_cell_area",unit="um2"} 681
chip_impl_metric{name="grt_antenna_before_repair",unit=""} 0
chip_impl_metric{name="drcViolationCount",unit=""} 0
chip_impl_metric{name="synth-area-yosys",unit="um2"} 1450
chip_impl_metric{name="postSynthSeqShare",unit="%"} 47.1
chip_impl_metric{name="die_y",unit="um"} 71.4
chip_impl_metric{name="timing_worst_slew_pin_value",unit="ps"} 509
chip_impl_metric{name="final_antenna_net_count",unit=""} 0
chip_impl_metric{name="overflow",unit=""} 0
chip_impl_metric{name="path_clk_slew",unit="ps"} 60
chip_impl_metric{name="post_cts.resized_instances",unit=""} 0
chip_impl_metric{name="insertion_delay",unit="ps"} 270
chip_impl_metric{name="buffer_ports.inserted",unit=""} 11
chip_impl_metric{name="finalCriticalPeriod",unit="ps"} 2830
chip_impl_metric{name="worst_ep_arrival_time",unit="ps"} 2110
chip_impl_metric{name="tool_warnings",unit=""} 27
chip_impl_metric{name="vias_in_the_first_global_route",unit=""} 1006
chip_impl_metric{name="die_w",unit="um"} 71.4
chip_impl_metric{name="fmaxAchievable",unit="GHz"} 0.354
chip_impl_metric{name="timing.clock.skew",unit="ps"} 3.94
chip_impl_metric{name="max-vdd-ir-drop",unit="mV"} 0.155
chip_impl_metric{name="route.final.wire_length",unit="um"} 2630
chip_impl_metric{name="wire_length_of_the_first_global_routing_pass",unit="um"} 4590
chip_impl_metric{name="synthesis.yosys.warnings",unit=""} 1
chip_impl_metric{name="core-area",unit="um2"} 4500
chip_impl_metric{name="dr.pass1.iters",unit=""} 23
chip_impl_info{name="mostFrequentLayoutCell",value="dfxtp_1"} 1
chip_impl_metric{name="crit_required",unit="ps"} 2880
==> power breakdown <==
group / internal (mW) / switching [mW] / total [mW]
Combinational: 0.0161 / 0.0106 / 0.0267
Clock: 0.225 / 0.114 / 0.339
Sequential: 0.341 / 0.00253 / 0.343
Total: 0.582 / 0.127 / 0.709
==> layout make-up <==
cell class / instances / area share, %
well taps: 52 / 3.80
multi-input cells: 98 / 41.5
flip-flops and latches: 29 / 39.7
inverters: 6 / 1.31
clock inverters: 1 / 1.75
clock buffers: 7 / 5.04
repair buffers: 12 / 6.87
==> worst max-delay path: stages, from the launching register on <==
cell and delay [ps]:
dfxtp_1 350, inv_1 80, ha_1 200, or3b_2 470, nand2_1 130, and3_1 160, clkdlybuf4s50_1 440
==> cell families after synthesis <==
family	after synthesis	synth area share, %
XOR/XNOR	11	6.67
AND-OR/OR-AND	24	12.6
adder cells (fa/ha/maj)	4	3.46
multiplexers	8	6.23
flip-flops	29	47.1
buffers and inverters	11	3.72
AND/OR/NAND/NOR	51	20.3
==> worst paths after layout <==
kind | cells after the start | slack (ps) | end | from
max | 6 | 770 | TxD | bitcounter[1]$_SDFFE_PP0P_
max reg2reg | 7 | 1590 | rightshiftreg[0]$_SDFFCE_PN0P_ | bitcounter[1]$_SDFFE_PP0P_
min | 1 | 450 | counter[0]$_SDFF_PP0_ | counter[0]$_SDFF_PP0_
min reg2reg | 1 | 450 | counter[0]$_SDFF_PP0_ | counter[0]$_SDFF_PP0_
==> Yosys cell counts (all sizes together) <==
| cell | count | area share, % |
|---|---|---|
| dfxtp | 19 | 26 |
| nor2 | 14 | 3.6 |
| edfxtp | 10 | 21 |
| nand3 | 9 | 3.5 |
| xor2 | 9 | 5.5 |
| mux2 | 8 | 6.2 |
| nand4 | 8 | 3.5 |
| inv | 6 | 1.6 |
| and3 | 5 | 2.3 |
| o21ai | 5 | 2.0 |
| a21oi | 4 | 1.6 |
| and2 | 4 | 1.9 |
| ha | 4 | 3.5 |
| a21o | 3 | 1.6 |
| buf | 3 | 1.5 |
| nand2 | 3 | 0.78 |
| a211oi | 2 | 1.0 |
| a2bb2oi | 2 | 1.6 |
| and4 | 2 | 1.3 |
| clkbuf | 2 | 0.69 |
| nor3 | 2 | 0.69 |
| o32ai | 2 | 1.2 |
| xnor2 | 2 | 1.2 |
| a211o | 1 | 0.61 |
| a21boi | 1 | 0.52 |
| a31o | 1 | 0.61 |
| a31oi | 1 | 0.43 |
| and4bb | 1 | 0.87 |
| nor3b | 1 | 0.87 |
| o211ai | 1 | 0.52 |
| o221a | 1 | 0.78 |
| or2 | 1 | 0.43 |
| or3b | 1 | 0.61 |
==> metal layers <==
metal	track usage, %	part of all wire, %	up-vias
met1	16.6	49	522
met4	2.22	1.0	0
met3	3.00	4.4	2
met5	0	0	-
met2	17.5	45	20
li1	-	-	538
==> registers in the layout, indices dropped and copies added, names as in the netlist <==
register and flops:
counter 14, bitcounter 4, rightshiftreg 10, state 1
==> metrics by stage <==
stage | setup slack [ps] | hold WS, ps | utilization [%] | instances
final | 772 | 447 | 38.0 | 205
after CTS | 763 | 453 | 38.0 | 205
after detailed placement | 1090 | 437 | 35.4 | 197
after global routing | 657 | 462 | 38.0 | 205
after global placement | 1130 | 432 | 35.4 | 197
after floorplan | 1260 | 412 | - | 138
Power is estimated from default activity; no workload was simulated.
