===== design.v =====
module SN7448 (Z, SEG, com);
 input [3:0] Z;
 output com;
 output reg [6:0] SEG;
 parameter [6:0] cero   = 7'b1000000;
 parameter [6:0] uno    = 7'b1111001;
 parameter [6:0] dos    = 7'b0100100;
 parameter [6:0] tres   = 7'b0110000;
 parameter [6:0] cuatro = 7'b0011001;
 parameter [6:0] cinco  = 7'b0010010;
 parameter [6:0] seis   = 7'b0000010;
 parameter [6:0] siete  = 7'b1111000;
 parameter [6:0] ocho   = 7'b0000000;
 parameter [6:0] nueve  = 7'b0010000;
 parameter [6:0] A      = 7'b0001000;
 parameter [6:0] B      = 7'b0000011;
 parameter [6:0] C      = 7'b1000110;
 parameter [6:0] D      = 7'b0100001;
 parameter [6:0] E      = 7'b0000110;
 parameter [6:0] F      = 7'b0001110;
 parameter [6:0] guion  = 7'b0000001;
always @ (Z)
 begin
  case(Z)
    0: SEG = cero;
    1: SEG = uno;
    2: SEG = dos;
    3: SEG = tres;
    4: SEG = cuatro;
    5: SEG = cinco;
     6: SEG = seis;
     7: SEG = siete;
     8: SEG = ocho;
     9: SEG = nueve;
     10: SEG = A;
     11: SEG = B;
     12: SEG = C;
     13: SEG = D;
     14: SEG = E;
     15: SEG = F;
     default: SEG = guion;
  endcase
 end
 assign com = 0;
endmodule 

===== run.sh =====
#!/bin/bash
# OpenROAD 26Q1-2900-gdf79404cd8, Yosys 0.63+post, stock flow scripts
make -C /OpenROAD-flow-scripts/flow DESIGN_CONFIG=/design/flow/config.mk WORK_HOME=/design/flow/orfs finish

===== config.mk =====
export PLATFORM = sky130hd
export DESIGN_NAME = SN7448
export DESIGN_NICKNAME = SN7448
export VERILOG_FILES = /design/flow/design.v
export SDC_FILE = /design/flow/constraint.sdc
export NUM_CORES = 4
export LEC_CHECK = 1
export CORE_AREA = 10 10 70 70
export DIE_AREA = 0 0 80 80

===== constraint.sdc =====
current_design SN7448

set clk_period 1.2
set clk_io_pct 0.2

create_clock -name clk0 -period $clk_period

set non_clock_inputs [all_inputs -no_clocks]
set_input_delay [expr $clk_period * $clk_io_pct] -clock clk0 $non_clock_inputs
set_output_delay [expr $clk_period * $clk_io_pct] -clock clk0 [all_outputs]

==> run summary <==
flow finished, numbers: die height=80 microns, Static Leak=roughly 0.28 nW, Final setup viols=7, largest net degree at the start of global routing=6, drt drc=0, Max-area cell share=approximately 30%, syn_area_per_cell=~8.4 sq um, Yosys Instances=34, worst-path fanout max=5, hold crit path type=in2out, vias=approximately 320, 1st-iter DRT viols=1, GR Overflow Total=0, Synth-to-Final Area Change=114%, Synth Cell Area=287 sq um, Synth Seq Share=0%, Worst setup SP type=input port, final period utilization=125%, Register Area=0 sq um, number of port buffers=11, vias in the first global route=367, Cell area leaders=ha_1, mux2i_1, mux4_1, nor2_1, a22o_1, Core ar.=between 3000 and 4000 sq um, Mapped Cells=34, Crit path required time=960 ps, CTS Hold Buffers Added=0, WP data arrival=1260 ps, final WL=slightly below 1000 microns, row count=21, global router's overall resource usage=under 10%, Flops=0, Slew Limit Fails=0, die span in x=about 80 microns, routability cong.=roughly 0.83, ant diodes=0, initial antenna violation count=0, first-pass GRT wire length=1740 microns, Worst Slack Setup Final=-299 ps, Netlist cell types=17, clock buf count=0, chip area=6400 sq um, Routed WL per cell=just under 10 microns, antenna-violating nets left=0, area leader, netlist=ha_1, HPWL after DPL=roughly 730 microns, Pwr Total=193 uW, DR pass1 iterations=2, Synth Warn #=1, vias per cell=about 3.2, share of cells above drive strength 1=approximately two thirds, I/O pin total=12, Hold Vio Cnt, Final=0, Tmin final=between 1000 and 1500 ps, Setup CP Type=in2out, Peak VDD IR=0.0737 mV, unrepaired setup endpoints after global routing=true, fmax=0.667 GHz, failing checks=negative setup slack, Power Dens Cells=approximately 310 nW/um^2, FP Util=around 8.4%, Setup Total Neg Slack=-1340 ps, YS chip area=287 sq um, Max-cap violations=0, tool warnings=41, CP Capture Type=output pin, status=complete, but fails checks
-- power breakdown --
group	switching [mW]	internal [mW]
sequential	0	0
combinational	0.0787	0.114
clock	0	0
total	0.0787	0.114
-- cell families after synthesis --
family	count (synthesis)	synth area share, %
AOI/OAI and AO/OA	6	14.8
other	1	1.31
buffers and inverters	6	12.2
adders and majority gates	7	30.6
and+or+nand+nor	8	14.0
muxes	6	27.1
-- timing repair --
action,CTS,global route
pin swaps,7,4
buffers inserted,5,0
gates resized,63,1
endpoints found under the setup margin,7,7
gates cloned,1,0
-- cells in the mapped netlist --
cell	n
a21oi_1	1
a22o_1	2
a32o_1	1
and2b_2	1
buf_2	1
buf_4	1
buf_6	1
conb_1	1
ha_1	7
inv_1	3
mux2_2	1
mux2i_1	4
mux4_1	1
nand2_1	1
nor2_1	5
o21ai_0	2
or3b_1	1
-- metrics by stage --
stage                     utilization, %  std cells  cell area [sq um]  setup WS (ps)  hold slack [ps]
after global placement              15.6         96                533          -1220             1530
after global routing                18.0        101                614           -363              904
final                               18.0        101                614           -299              862
after detailed placement            15.6         96                533          -1230             1530
after CTS                           17.9        101                612           -306              872
after floorplan                        -         34                329          -16.8              580
-- critical path, cell delays in order --
cell and delay (ps):
buf_12 110, inv_12 50, ha_4 120, and2b_2 210
or3b_1 340, o21ai_1 70, buf_2 100
-- final timing paths --
check                 endpoint  startpoint  cells past startpoint
worst max-delay path    SEG[0]        Z[1]                      7
worst min-delay path    SEG[6]        Z[1]                      4
-- layout make-up --
cell class	instances	area, sq um
fillers	384	2800
inverters	3	33.8
well taps	46	57.6
repair buffers	24	206
multi-input cells	28	317
-- per-layer routing --
metal,track usage (%),up-vias,part of all wire [%]
li1,-,158,-
met1,3.31,156,37
met2,6.98,5,60
met3,0.227,2,1.9
met4,0.528,0,1.4
met5,0,-,0
-- layout by cell type (no fill, tap or decap), drive strengths merged --
master       netlist  routed
dlygate4sd2        0       1
a32o               1       1
and2b              1       1
buf                3      23
a21oi              1       1
mux2               1       1
o21ai              2       2
conb               1       1
mux4               1       1
inv                3       3
nand2              1       1
ha                 7       7
nor2               5       5
mux2i              4       4
or3b               1       1
a22o               2       2
No activity file was given, so power comes from the tool's default toggle rates.
